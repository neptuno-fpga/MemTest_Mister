## flow/run.sh

```bash
#!/bin/bash
# OpenROAD 26Q1-2900-gdf79404cd8, Yosys 0.63+post, stock flow scripts
make -C /OpenROAD-flow-scripts/flow DESIGN_CONFIG=/design/flow/config.mk WORK_HOME=/design/flow/orfs finish
```

## flow/config.mk

```make
export PLATFORM = sky130hd
export DESIGN_NAME = vgaout
export DESIGN_NICKNAME = vgaout
export VERILOG_FILES = /design/flow/design.v
export SDC_FILE = /design/flow/constraint.sdc
export NUM_CORES = 4
export LEC_CHECK = 1
export CORE_UTILIZATION = 40
```

## flow/constraint.sdc

```tcl
current_design vgaout

set clk_period 9.6
set clk_io_pct 0.2

create_clock -name clk0 -period $clk_period [get_ports {clk}]

set non_clock_inputs [all_inputs -no_clocks]
set_input_delay [expr $clk_period * $clk_io_pct] -clock clk0 $non_clock_inputs
set_output_delay [expr $clk_period * $clk_io_pct] -clock clk0 [all_outputs]
```

## flow/design.v

```verilog
module vgaout
(
	input clk,
	input [31:0] rez1,
	input [31:0] rez2,
	input  [5:0] bg,
	input [15:0] freq,
	input [15:0] elapsed,
	input  [7:0] mark,
	output reg hs,
	output reg vs,
	output reg de,
	output reg [1:0] b,
	output reg [1:0] r,
	output reg [1:0] g
);
localparam HSYNC_BEG   = 12'd0;
localparam HSYNC_END   = 12'd62;
localparam HSCRN_BEG   = 12'd128;
localparam HREZ        = 12'd240;
localparam HSCRN_END   = 12'd848;
localparam HMAX        = 12'd858;
localparam VSYNC_BEG   = 12'd0;
localparam VSYNC_END   = 12'd6;
localparam VSCRN_BEG   = 12'd30;
localparam VREZ4       = 12'd96;
localparam VREZ3       = 12'd112;
localparam VREZ1       = 12'd240;
localparam VREZ2       = 12'd368;
localparam VSCRN_END   = 12'd510;
localparam VMAX        = 12'd525;
reg [11:0] hcount, vcount;
reg hscr, vscr, nextline;
reg [31:0] r1, r2, r3;
reg [7:0] r4;
reg [5:0] xr;
reg [3:0] yr;
wire [3:0] rn;
wire rezpix;
assign rn = (vcount>=VREZ2) ? r2[31:28] : (vcount>=VREZ1) ? r1[31:28] : r3[31:28];
wire pix = (vcount<VREZ3) ? mpix : rezpix;
wire [5:0] pixcolor = (vcount>=VREZ2) ? 6'b001100 : (vcount>=VREZ1) ? (!xr[5:3] ? 6'b110011 : 6'b110000) : (vcount>=VREZ3) ? 6'b111100 : 6'b110011;
hexnum digs
(
	.value(rn),
	.x({xr[2],xr[1]|xr[0]}),
	.y({yr[3:2],yr[1]|yr[0]}),
	.hide((vcount<VREZ1 && xr[5:3]==4) || (vcount<VREZ2 && vcount>=VREZ1 && xr[5:3]==1)),
	.image(rezpix)
);
wire mpix = ({xr[2],xr[1]|xr[0]} <= 2) && ((vcount>>3) == (VREZ4>>3)) && r4[7];
always @(posedge clk) begin
	if (hcount==HMAX) hcount <= 9'd0;
		else hcount <= hcount + 9'd1;
	if (hcount==HSCRN_END) begin
		hscr <= 1'b0;
		de <= 0;
	end else if (hcount==HSCRN_BEG) begin
		hscr <= 1'b1;
		de <= vscr;
	end
	if (hcount==HSYNC_BEG) begin
		nextline <= 1'b1;
		hs <= 1'b0;                   
	end
	else
	begin
		nextline <= 1'b0;
		if (hcount==HSYNC_END)
			hs <= 1'b1;
	end
	if (hcount==HREZ) begin
		xr <= 6'd0;
		r1 <= rez1;
		r2 <= rez2;
		r3 <= {elapsed, freq};
		r4 <= mark;
	end
	else if ( (!hcount[2:0]) && (xr!=6'h3f) ) begin
		xr <= xr + 6'd1;
		if (xr[2:0]==3'd7) begin
			r1[31:4] <= r1[27:0];
			r2[31:4] <= r2[27:0];
			r3[31:4] <= r3[27:0];
			r4[7:1]  <= r4[6:0];
		end
	end
	if (nextline) begin
		if (vcount==VMAX)
			vcount <= 9'd0;
		else
			vcount <= vcount + 9'd1;
		if (vcount==VSCRN_END)
			vscr <= 1'b0;
		else if (vcount==VSCRN_BEG)
			vscr <= 1'b1;
		if (vcount==VSYNC_BEG)
			vs <= 1'b1;                  
		else if (vcount==VSYNC_END)
			vs <= 1'b0;
		if ( (vcount==VREZ1) || (vcount==VREZ2) || (vcount==VREZ3))
			yr <= 4'd0;
		else if ( (vcount[2:0]==3'b000) && (yr!=4'hf) )
			yr <= yr + 4'd1;
	end
	{g,r,b} <= pix ? pixcolor : (hscr&vscr) ? bg : 6'b000000;
end
endmodule
module hexnum
(
	input  [3:0] value,
	input  [1:0] x,
	input  [2:0] y,
	input        hide,
	output image
);
reg [6:0] ss;
reg i;
always @(*) begin
	if(hide) ss <= 7'b0000000;
	else
	case (value)   
	4'h0: ss <= 7'b0111111;
	4'h1: ss <= 7'b0000110;
	4'h2: ss <= 7'b1011011;
	4'h3: ss <= 7'b1001111;
	4'h4: ss <= 7'b1100110;
	4'h5: ss <= 7'b1101101;
	4'h6: ss <= 7'b1111101;
	4'h7: ss <= 7'b0000111;
	4'h8: ss <= 7'b1111111;
	4'h9: ss <= 7'b1101111;
	4'ha: ss <= 7'b1110111;
	4'hb: ss <= 7'b1111100;
	4'hc: ss <= 7'b0111001;
	4'hd: ss <= 7'b1011110;
	4'he: ss <= 7'b1111001;
	4'hf: ss <= 7'b1110001;
	endcase
end
always @(*) begin
	case (y)
	3'd0: case (x)
				3'd0: i <= ss[0]|ss[5];
				3'd1: i <= ss[0];
				3'd2: i <= ss[0]|ss[1];
				default: i <= 1'b0;
			endcase
	3'd1: case (x)
				3'd0: i <= ss[5];
				3'd2: i <= ss[1];
				default: i <= 1'b0;
			endcase
	3'd2: case (x)
				3'd0: i <= ss[5]|ss[4]; 
				3'd1: i <= ss[6];
				3'd2: i <= ss[1]|ss[2]; 
				default: i <= 1'b0;
			endcase
	3'd3: case (x)
				3'd0: i <= ss[4];
				3'd2: i <= ss[2];
				default: i <= 1'b0;
			endcase
	3'd4: case (x)
				3'd0: i <= ss[3]|ss[4];
				3'd1: i <= ss[3];
				3'd2: i <= ss[3]|ss[2];
				default: i <= 1'b0;
			endcase
	default: i <= 1'b0;
	endcase
end
assign image = i;
endmodule
```

==> run_summary.xml <==
<?xml version="1.0" encoding="UTF-8"?>
<metrics>
  <group name="final_timing">
    <metric name="final.hold.worst_slack" unit="ns">0.455</metric>
    <metric name="maxSlewViolCount" unit="">0</metric>
    <metric name="rsz0062_at_grt" unit="">false</metric>
    <metric name="max_slew_margin" unit="%">35.8</metric>
    <metric name="final_period_minus_worst_setup_slack" unit="ns">3.89</metric>
    <metric name="transition_at_the_pin_with_the_smallest_max_transition_slack" unit="ns">0.956</metric>
    <metric name="finalHoldViolCount" unit="">0</metric>
    <metric name="max_freq" unit="MHz">257</metric>
    <metric name="clock-skew-final" unit="ns">0.00585</metric>
    <metric name="finalClockPeriodUsage" unit="%">40.6</metric>
    <metric name="finalSetupViolCount" unit="">0</metric>
    <metric name="postLayoutSetupSlackWorst" unit="ns">5.71</metric>
    <metric name="setup_tns" unit="ns">0</metric>
  </group>
  <group name="clocking">
    <metric name="cts_tree" unit="">built</metric>
    <metric name="numCtsBuffers" unit="">17</metric>
    <metric name="cts_setup_buffers" unit="">0</metric>
    <metric name="worst_skew_pair.late_latency" unit="ns">0.41</metric>
    <metric name="cts_num_sinks" unit="">150</metric>
    <metric name="postCtsResizedCells" unit="">0</metric>
    <metric name="cts_buffer_depth" unit="">2</metric>
    <metric name="cts.htree.levels" unit="">4</metric>
    <metric name="clock_tree.root_cell" unit="">sky130_fd_sc_hd__clkbuf_16</metric>
    <metric name="postCtsHoldBufs" unit="">0</metric>
    <metric name="clk_pin_slew" unit="ns">0.06</metric>
  </group>
  <group name="yosys">
    <metric name="post_synth_xor_area_fraction" unit="%">3.01</metric>
    <metric name="ys_cells" unit="">548</metric>
    <metric name="postSynthCellCount" unit="">548</metric>
    <metric name="ys_seq_share" unit="%">58.1</metric>
    <metric name="synth_async_sr_flop_share" unit="%">0</metric>
    <metric name="yosys-top-cells-count" unit="">sky130_fd_sc_hd__edfxtp_1, sky130_fd_sc_hd__mux2_2, sky130_fd_sc_hd__nor2_1</metric>
    <metric name="synth_flops" unit="">150</metric>
    <metric name="synthesis.area" unit="um2">7270</metric>
    <metric name="synth.most_common_cell" unit="">sky130_fd_sc_hd__edfxtp_1</metric>
    <metric name="top_area_cell_types" unit="">sky130_fd_sc_hd__edfxtp_1, sky130_fd_sc_hd__mux2_2, sky130_fd_sc_hd__dfxtp_1, sky130_fd_sc_hd__ha_1, sky130_fd_sc_hd__nor2_1</metric>
    <metric name="syn_avg_cell_area" unit="um2">13.3</metric>
    <metric name="synth_chip_area" unit="um2">7270</metric>
    <metric name="top_area_share" unit="%">50.4</metric>
    <metric name="enable_flop_cells" unit="">122</metric>
    <metric name="synthDistinctLibCells" unit="">70</metric>
    <metric name="logic_family" unit="">multiplexers</metric>
    <metric name="synth_warnings" unit="">2</metric>
    <metric name="area_leader_netlist" unit="">sky130_fd_sc_hd__edfxtp_1</metric>
    <metric name="yosys_most_used_dff" unit="">sky130_fd_sc_hd__edfxtp_1</metric>
    <metric name="yosys-mux-area-fraction" unit="%">15.4</metric>
    <metric name="fa_ha_area_share" unit="%">3.10</metric>
    <metric name="synthAoiAreaFrac" unit="%">6.23</metric>
    <metric name="synth.cellmix.simpleShare" unit="%">12.0</metric>
  </group>
  <group name="floorplan">
    <metric name="core_area" unit="um2">17500</metric>
    <metric name="die_w" unit="um">137</metric>
    <metric name="floorplanUtilization" unit="%">41.5</metric>
    <metric name="placement_rows" unit="">48</metric>
    <metric name="number_of_top_level_pins" unit="">120</metric>
    <metric name="fp.dieArea" unit="um2">18700</metric>
    <metric name="vertical_die_dimension" unit="um">137</metric>
  </group>
  <group name="power_and_ir_drop">
    <metric name="power.combinational.fraction" unit="%">3.2</metric>
    <metric name="power.switching" unit="uW">285</metric>
    <metric name="power_frac_clock" unit="%">46.6</metric>
    <metric name="vdd.ir_drop.worst" unit="mV">0.117</metric>
    <metric name="cellLeakagePower" unit="uW">0.00320</metric>
    <metric name="power.density_cell_area" unit="nW/um2">149</metric>
    <metric name="power.switching_fraction" unit="%">20.6</metric>
    <metric name="internal_power_summed_over_all_cells" unit="uW">1100</metric>
    <metric name="seq_power_share" unit="%">50.2</metric>
  </group>
  <group name="finish">
    <metric name="multiInputGateArea" unit="um2">2900</metric>
    <metric name="proportion_of_layout_cells_with_a_drive_suffix_above_1" unit="%">21.8</metric>
    <metric name="syn_to_final_growth" unit="%">27.4</metric>
    <metric name="fillerInstances" unit="">1451</metric>
    <metric name="sequential_cell_area" unit="um2">4220</metric>
  </group>
  <group name="grt">
    <metric name="grt.busiest_layer" unit="">met1</metric>
    <metric name="met1_usage" unit="%">26.6</metric>
    <metric name="globalRouteMet3Util" unit="%">6.46</metric>
    <metric name="grt_overflow_total" unit="">0</metric>
    <metric name="groute.usage.overall" unit="%">17.0</metric>
    <metric name="antenna_found_initial" unit="">0</metric>
    <metric name="globalRouteMet2Util" unit="%">24.6</metric>
    <metric name="grt_max_degree" unit="">62</metric>
    <metric name="first_pass_grt_wire_length" unit="um">23200</metric>
    <metric name="grt_pass1_vias" unit="">4644</metric>
  </group>
  <group name="placed_design">
    <metric name="buffer_ports.inserted" unit="">119</metric>
    <metric name="gp_congestion" unit="">0.912</metric>
    <metric name="detailedPlace.worstSlack" unit="ns">5.77</metric>
    <metric name="dpl.hpwl" unit="um">10000</metric>
  </group>
  <group name="drt">
    <metric name="routedWlPerCell" unit="um">15.7</metric>
    <metric name="dr_iter_0_viols" unit="">336</metric>
    <metric name="drtAntennaViolNets" unit="">0</metric>
    <metric name="post-route-drc-count" unit="">0</metric>
    <metric name="route.final.wire_length" unit="um">14200</metric>
    <metric name="firstDrtPassIters" unit="">4</metric>
    <metric name="routed_via_density" unit="">5.09</metric>
    <metric name="dr_total_vias" unit="">4607</metric>
  </group>
  <group name="status">
    <metric name="outcome" unit="">completed</metric>
  </group>
  <group name="worst_setup_path">
    <metric name="worstSetupPathType" unit="">register to register</metric>
    <metric name="worst_ep_required_time" unit="ns">9.89</metric>
    <metric name="startpoint_type" unit="">register</metric>
    <metric name="critical_path_arrival" unit="ns">4.19</metric>
    <metric name="path_max_fanout" unit="">19</metric>
    <metric name="worstSetupEndpointType" unit="">register</metric>
  </group>
  <group name="job">
    <metric name="max_cap_viol_count" unit="">0</metric>
    <metric name="tally_of_openroad_warnings" unit="">37</metric>
  </group>
  <group name="min_path">
    <metric name="worst_hold_path_type" unit="">register to register</metric>
  </group>
</metrics>
## registers in the layout, summed over array words and instances (netlist names), 2 cells and up
signal  flops
r1         32
r2         32
r3         32
hcount     12
vcount     12
r4          8
xr          6
yr          4
b           2
g           2
r           2
## placed cells by master, fill, tap and decap left out, types with 5 or more instances in the layout
cell,n
sky130_fd_sc_hd__a21oi_1,8
sky130_fd_sc_hd__xnor2_1,12
sky130_fd_sc_hd__nor3_1,11
sky130_fd_sc_hd__o21ai_0,5
sky130_fd_sc_hd__ha_1,18
sky130_fd_sc_hd__nor2_1,42
sky130_fd_sc_hd__mux2_2,92
sky130_fd_sc_hd__nand2_1,28
sky130_fd_sc_hd__nand3_1,22
sky130_fd_sc_hd__nand4_1,6
sky130_fd_sc_hd__xor2_1,13
sky130_fd_sc_hd__clkdlybuf4s50_1,119
sky130_fd_sc_hd__dfxtp_1,28
sky130_fd_sc_hd__edfxtp_1,122
sky130_fd_sc_hd__clkbuf_16,17
sky130_fd_sc_hd__or2_2,5
sky130_fd_sc_hd__nor2b_1,7
sky130_fd_sc_hd__and3_1,6
sky130_fd_sc_hd__inv_1,15
sky130_fd_sc_hd__mux2i_1,6
## path summary, 6_finish.rpt
kind | cells past startpoint | startpoint | end | slack [ns]
max | 11 | vcount[8] | g[1] | 5.71
min reg2reg | 1 | hcount[0] | hcount[0] | 0.46
min | 1 | hcount[0] | hcount[0] | 0.46
max reg2reg | 11 | vcount[8] | g[1] | 5.71
## area by class of cell
class / count / area share [%]
inverters: 15 / 0.608
flip-flops and latches: 150 / 45.6
repair buffers: 123 / 13.2
clock buffers: 17 / 4.59
well taps: 225 / 3.04
multi-input cells: 359 / 31.3
clock inverters: 15 / 1.62
diodes: 1 / 0.0270
## through the flow
step | cells | total power, uW | utilization (%) | cell area, um2
after floorplan | 548 | 708 | - | 7270
after global placement | 872 | 752 | 49.5 | 8680
after detailed placement | 872 | 752 | 49.5 | 8680
after CTS | 904 | 1400 | 52.8 | 9260
after global routing | 904 | 1430 | 52.8 | 9260
final | 905 | 1380 | 52.8 | 9260
## cells by family (layout without fill, tap and decap cells)
logic type / count (synthesis) / after routing
AND/OR/NAND/NOR: 162 / 162
flip-flops: 150 / 150
multiplexers: 100 / 100
AND-OR/OR-AND: 54 / 54
buffers and inverters: 39 / 170
XOR/XNOR: 25 / 25
adder cells (fa/ha/maj): 18 / 18
other: 0 / 1
## per-layer routing
metal | share of wire [%] | vias up
li1 | - | 2299
met1 | 45 | 2161
met2 | 45 | 132
met3 | 8.3 | 15
met4 | 1.4 | 0
met5 | 0 | -
## critical path: stages (launching register included)
cell                       delay (ns)
sky130_fd_sc_hd__edfxtp_1        0.77
sky130_fd_sc_hd__inv_1           0.24
sky130_fd_sc_hd__o21a_1          0.38
sky130_fd_sc_hd__or2_2           0.34
sky130_fd_sc_hd__and2_1          0.18
sky130_fd_sc_hd__inv_1           0.13
sky130_fd_sc_hd__ha_1            0.26
sky130_fd_sc_hd__o32a_1          0.36
sky130_fd_sc_hd__a211oi_2        0.25
sky130_fd_sc_hd__o221ai_2        0.17
sky130_fd_sc_hd__a211oi_4        0.34
sky130_fd_sc_hd__mux2_1          0.36
## power groups by stage
stage         logic (uW)  clock network, uW  registers, uW
finish              44.4                643            694
CTS                 44.9                660            694
global route        47.3                688            693
Power and IR drop assume default switching activity.
