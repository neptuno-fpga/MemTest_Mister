[./config.mk]
export PLATFORM = sky130hd
export DESIGN_NAME = rnd_vec_gen
export DESIGN_NICKNAME = rnd_vec_gen
export VERILOG_FILES = /design/flow/design.v
export SDC_FILE = /design/flow/constraint.sdc
export NUM_CORES = 4
export LEC_CHECK = 1
export CORE_UTILIZATION = 30
[./constraint.sdc]
current_design rnd_vec_gen

set clk_period 1.6
set clk_io_pct 0.2

create_clock -name clk0 -period $clk_period [get_ports {clk}]

set non_clock_inputs [all_inputs -no_clocks]
set_input_delay [expr $clk_period * $clk_io_pct] -clock clk0 $non_clock_inputs
set_output_delay [expr $clk_period * $clk_io_pct] -clock clk0 [all_outputs]
[./design.v]
module rnd_vec_gen
(
	input         clk,
	input         save,restore,next,  
	output [15:0] out
);
assign out = lfsr[15:0];
reg [16:0] lfsr, saved; 
always @(posedge clk) begin
	if( next )    lfsr  <= {(lfsr[0] ^ lfsr[2] ^ !lfsr), lfsr[16:1]}; 
	if( save )    saved <= lfsr;
	if( restore ) lfsr  <= saved;
end
endmodule
[./run.sh]
#!/bin/bash
# OpenROAD 26Q1-2900-gdf79404cd8, Yosys 0.63+post, stock flow scripts
make -C /OpenROAD-flow-scripts/flow DESIGN_CONFIG=/design/flow/config.mk WORK_HOME=/design/flow/orfs finish
==> impl_metrics.yaml <==
# physical design summary
run_status:
  outcome: "finished, final reports clean"
worst_setup_path:
  cp.arrival_ns: 1.19
  path_cells: "clkdlybuf4s50_1"
  crit_family: "buffers and inverters"
  max_stage_delay_ns: 0.49
  cp_num_buf_inv: 1
  required_ns: 1.28
  critPathCaptureType: "output port"
  worstPathMaxFanout: 4
  crit_slowest_cell: "clkdlybuf4s50_1"
  r2r_slack_ns: 0.37
  path_class: "flop to output port"
  crit_path_start_kind: "flop"
route:
  routed_wl_mm: 2.10
  postRouteAntennaNets: 0
  drc: 0
  wl_per_cell_um: 14.8
  via_count: 658
  drt-vias-per-instance: 4.63
  firstDrtPassIters: 19
  drt-initial-drc-count: 46
  n_antenna_cell: 0
sta:
  min_period_over_period_pct: 94.4
  slew_violations: 0
  fin_crit_ns: 1.51
  finalSetupViolCount: 0
  worst_pin_slew_ns: 0.414
  timing.fmax_ghz: 0.662
  relSlewSlack_pct: 72.4
  hold_viol: 0
  rsz0062_at_grt: "no"
  fin_skew_ns: 0.00272
  fin_ws_ns: 0.0896
power:
  pwr-share-comb_pct: 10.4
  p_sw_share_pct: 20.4
  power.share.sequential_pct: 60.3
  p_int_uw: 1560
  p_per_area_mw_per_mm2: 1180
  peakVddDrop_mv: 0.419
  power.leakage_uw: 0.000557
  power_uw: 1970
  p_sw_uw: 400
  clkPwrFrac_pct: 29.2
floorplanning:
  core_mm2: 0.00444
  io_pins: 20
  fp.dieW_um: 70.5
  die_h_um: 70.5
  initCoreUtil_pct: 31.7
  die-area_mm2: 0.00497
  rows: 24
place:
  pre_cts_ws_ns: -0.0225
  place_area_mm2: 0.00157
  place.port_buffers: 19
  hpwlAfterDp_mm: 1.24
  placed_cells: 133
  place.gp.congestion: 0.737
synthesis:
  synth.most_common_cell: "edfxtp_1"
  syn_inst: 78
  syn_area_mm2: 0.00141
  ys_cells: 78
  synth_top_area_share_pct: 72.5
  synthTopCellsByCount: "edfxtp_1 (34), buf_4 (17), mux2_2 (16)"
  syn_area_per_cell_um2: 18.1
  async_flop_share_pct: 0
  edf_count: 34
  synth-seq-area-share_pct: 72.5
  synth.distinct_cells: 9
  ys.flop_type: "edfxtp_1"
  top_area_cell: "edfxtp_1"
  ys_ff: 34
  yosys_area_mm2: 0.00141
  ys_warn_count: 1
  netlist_top_cells_area: "edfxtp_1 (72%), mux2_2 (13%), buf_4 (9.1%)"
cells_and_area:
  drive_gt1_share_pct: 32.2
  nFillCells: 418
  fin_area_mm2: 0.00166
  fin_util_pct: 37.4
  final_cells: 142
  area_delta_synth_final_pct: 18.0
flow_run:
  openroad.warnings: 25
  cap_viol_max_count: 0
clock_network:
  clkSinkCount: 34
  clk_pin_slew_ns: 0.06
  cts_made_buffers: 5
  htreeDepth: 2
  clk_latency_ns: 0.28
  cts_resized: 0
  clock_path_buffers: 2
  root_buffer: "clkbuf_8"
  cts_tree: "built"
global_routing:
  grt_pass1_vias: 671
  antenna_found_initial: 0
  grt.overflow.total: 0
  grt_usage_pct: 9.07
  grt_max_degree: 20
  grt_first_pass_wirelength_mm: 3.39
worst_hold_path:
  hold_class: "flop to flop"
-- registers in the layout, summed over array words and instances, names as in the netlist --
name / flops
lfsr: 17
saved: 17
-- cells by family after synthesis --
family	Yosys count	share of synthesized area, %
compound gates	3	1.07
buf+inv	18	9.41
flops	34	72.5
mux	16	12.8
simple gates	7	4.26
-- stage by stage --
step	hold WS [ns]	TNS [ns]
2_1_floorplan	0.432	0
3_3_place_gp	0.506	-0.340
3_5_place_dp	0.497	-0.452
4_1_cts	0.522	0
5_1_grt	0.540	0
6_report	0.518	0
-- placed cells by master, fill, tap and decap left out --
cell,Yosys,layout
clkbuf_1,0,2
a21oi_1,3,3
nor3_1,2,2
buf_4,17,2
nand4_1,1,1
clkdlybuf4s50_1,0,19
edfxtp_1,34,34
clkbuf_8,0,5
nor4_2,3,3
buf_12,0,2
mux2_2,16,16
or2_2,1,1
-- power groups by stage --
stage	sequential, µW	combinational (µW)	clock, µW
4_1_cts	1190	199	588
6_report	1190	205	574
5_1_grt	1200	224	633
-- cell type report --
type                       instances  area, µm²  area share [%]
clock buffer                       7       76.3            4.59
multi-input combinational         26        255            15.3
sequential                        34       1020            61.4
tap                               52       65.1            3.91
timing repair buffer              23        245            14.7
-- metal layers --
layer	GRT usage (%)	vias to the layer above	routed length (µm)
met5	0	-	0
met4	2.44	0	42
met3	4.19	5	160
met2	11.8	26	829
met1	14.7	321	1060
li1	-	306	-
-- worst paths after layout --
check                     startpoint                  end  cells past startpoint
hold reg to reg   lfsr[16]$_DFFE_PP_  saved[16]$_DFFE_PP_                      0
hold / removal    lfsr[16]$_DFFE_PP_  saved[16]$_DFFE_PP_                      0
setup / recovery  lfsr[11]$_DFFE_PP_              out[11]                      1
setup reg to reg   lfsr[7]$_DFFE_PP_   lfsr[16]$_DFFE_PP_                      3
-- what timing repair did --
action	4_1_cts	5_1_grt
endpoints found under the setup margin	0	1
setup buffers	0	2
hold buffers	0	0
Power is estimated from default activity; no workload was simulated.
